==> /design/flow/design.v <==
module infrared_rec_v3 #(
    parameter CLK_FREQ = 50_000_000
)(
    input clk,
    input rst_n,
    input ir_in, 
    output reg [15:0] data_out,
    output reg data_out_valid 
);
localparam  ONE_MSECOND = CLK_FREQ / 1000;
localparam  ONE_USECOND = ONE_MSECOND / 1000;
localparam CNT_560US_MIN	=ONE_USECOND * 200;
localparam CNT_560US_MID    =ONE_USECOND * 800;
localparam CNT_560US_MAX	=ONE_USECOND *1800; 
localparam CNT_9MS_MIN      = ONE_MSECOND * 8;
localparam CNT_9MS_MAX      = ONE_MSECOND * 10;
localparam CNT_4_5MS_MIN    = ONE_MSECOND * 4;
localparam CNT_4_5MS_MAX    = ONE_MSECOND * 5;
localparam CNT_2_25MS_MAX   = (ONE_MSECOND * 5)/2;
reg [2:0]   state;
localparam  S_IDLE = 3'b000; 
localparam  S_LEAD_LOW = 3'b001; 
localparam  S_LEAD_LOW_DONE = 3'b010; 
localparam  S_LEAD_HIGH = 3'b011;  
localparam  S_LEAD_HIGH_DONE = 3'b100; 
localparam  S_DATA = 3'b101;  
reg [31:0]  low_cnt;  
reg [31:0]  high_cnt;  
reg [5:0]  bit_cnt; 
reg ir_in_reg1, ir_in_reg2;
always @(posedge clk) begin
    ir_in_reg1 <= ir_in;
    ir_in_reg2 <= ir_in_reg1;
end
wire ir_fell = ir_in_reg2 && !ir_in_reg1;  
wire ir_rise = !ir_in_reg2 && ir_in_reg1;  
always @(posedge clk)begin
    if(!rst_n)begin
        state <= S_IDLE;
    end
    else begin
        case(state)
            S_IDLE:begin
                if(!ir_in) state <= S_LEAD_LOW;
                else state <= S_IDLE;
            end
            S_LEAD_LOW:begin
                if(ir_rise) state <= S_LEAD_LOW_DONE;  
                else state <= S_LEAD_LOW;
                end
            S_LEAD_LOW_DONE:begin
                if(low_cnt >= CNT_9MS_MIN && low_cnt <= CNT_9MS_MAX)
                    state <= S_LEAD_HIGH;
                else 
                    state <= S_IDLE;
                end
            S_LEAD_HIGH:begin
                if(!ir_in)
                    state <= S_LEAD_HIGH_DONE;
                else 
                    state <= S_LEAD_HIGH;
            end
            S_LEAD_HIGH_DONE:begin
                    state <= S_DATA;
            end
            S_DATA: begin
                if (bit_cnt == 32) 
                    state <= S_IDLE; 
                else if (bit_cnt > 0 && high_cnt > CNT_2_25MS_MAX)
                    state <= S_IDLE;
                else 
                    state <= S_DATA;
            end
            default  : state <= S_IDLE;
        endcase
    end
end
always @(posedge clk) begin
    if(!rst_n) low_cnt <= 0;
    else if(!ir_in) low_cnt <= low_cnt + 1'b1;
    else if(ir_rise) low_cnt <= low_cnt;  
    else low_cnt <= 0;
end
always @(posedge clk) begin
    if(!rst_n) high_cnt <= 0;
    else if(ir_in) high_cnt <= high_cnt + 1'b1;
    else if(ir_fell) high_cnt <= high_cnt;  
    else high_cnt <= 0;
end
always @(posedge clk) begin
    if (!rst_n) 
        bit_cnt <= 6'b0;
    else if (state == S_DATA) begin
        if (ir_fell && (high_cnt > CNT_560US_MIN) && (high_cnt < CNT_560US_MAX))
            bit_cnt <= bit_cnt + 1'b1;
    end   
    else 
        bit_cnt <= 6'b0;
end
reg [32:0] data; 
always @(posedge clk) begin
    if (!rst_n)
        data <= 32'b0;
    else if (state == S_DATA && ir_fell) begin
        if ((high_cnt > CNT_560US_MIN) && (high_cnt < CNT_560US_MID))
            data[bit_cnt] <= 1'b0;
        else if ((high_cnt > CNT_560US_MID) && (high_cnt < CNT_560US_MAX))
            data[bit_cnt] <= 1'b1;
    end
end
wire [7:0] addr     = data[7:0]; 
wire [7:0] addr_n   = data[15:8]; 
wire [7:0] cmd      = data[23:16]; 
wire [7:0] cmd_n    = data[31:24]; 
wire data_valid = (addr == ~addr_n) && (cmd == ~cmd_n);
always @(posedge clk) begin
    if (!rst_n) begin
        data_out <= 16'h0;
    end 
    else if (bit_cnt == 6'd32) begin 
        data_out <= {addr[7:0], cmd[7:0]};
    end
end
always @(posedge clk) begin
    if (!rst_n) begin
        data_out_valid <= 1'b0;  
    end 
    else if (bit_cnt == 6'd32) begin
        data_out_valid <= 1'b1;  
    end 
    else begin
        data_out_valid <= 1'b0;  
    end
end
endmodule
==> /design/flow/run.sh <==
#!/bin/bash
# OpenROAD 26Q1-2900-gdf79404cd8, Yosys 0.63+post, stock flow scripts
make -C /OpenROAD-flow-scripts/flow DESIGN_CONFIG=/design/flow/config.mk WORK_HOME=/design/flow/orfs finish
==> /design/flow/config.mk <==
export PLATFORM = sky130hd
export DESIGN_NAME = infrared_rec_v3
export DESIGN_NICKNAME = infrared_rec_v3
export VERILOG_FILES = /design/flow/design.v
export SDC_FILE = /design/flow/constraint.sdc
export NUM_CORES = 4
export LEC_CHECK = 1
export CORE_UTILIZATION = 30
==> /design/flow/constraint.sdc <==
current_design infrared_rec_v3

set clk_period 7.7
set clk_io_pct 0.2

create_clock -name clk0 -period $clk_period [get_ports {clk}]

set non_clock_inputs [all_inputs -no_clocks]
set_input_delay [expr $clk_period * $clk_io_pct] -clock clk0 $non_clock_inputs
set_output_delay [expr $clk_period * $clk_io_pct] -clock clk0 [all_outputs]
==> results.py <==
# Physical implementation metrics
metrics = {
    "sta": {
        "whs_ns": 0.3764,
        "hold_violations": 0,
        "max_freq_mhz": 282.7,
        "setup_viol": 0,
        "report.final.slew_viol_count": 0,
        "fin_setup_tns_ns": 0,
        "worst_pin_slew_ns": 0.6924,
        "fin_crit_sh": 0.4595,
        "timing.slew.headroom": 0.5373,
        "min_period_ns": 3.538,
        "rsz0062_at_grt": "no",
        "clock_skew_ns": 0.008524,
    },
    "route": {
        "wirelength_mm": 12.39,
        "viasPerCell": 5.041,
        "ant_nets": 0,
        "drtIter0Drc": 214,
        "num_vias": 4860,
        "wl_per_cell_um": 12.85,
        "drc_errors": 0,
        "antenna_cells": 0,
        "first_pass_iters": 4,
    },
    "yosys": {
        "ys_types": 74,
        "edf_count": 0,
        "async_flop_share": 0,
        "area_leaders": "dfxtp_1 38%, nand2_1 6.3%, nor2_1 4.4%, a21oi_1 4.1%, nand3_1 3.4%",
        "yosysWarnings": 1,
        "synth_seq_share": 0.3835,
        "ys_ff": 111,
        "synth_area_leader_cell": "dfxtp_1",
        "top_area_frac": 0.3835,
        "simple_gate_share": 0.3431,
        "yosysChipArea_mm2": 0.005794,
        "syn_area_mm2": 0.005794,
        "topCombFamilyByArea": "simple AND/OR/NAND/NOR gates",
        "synth_cells": 704,
        "ys_sh_aoi": 0.1445,
        "synthXorXnorAreaFrac": 0.01058,
        "adder_share": 0.01943,
        "ys_cells": 704,
        "synth_top_flop_cell": "dfxtp_1",
        "synthMuxAreaShare": 0.05442,
        "syn_avg_cell_area_um2": 8.231,
    },
    "setup_path": {
        "path_cells": "clkdlybuf4s50_1, buf_4, nand2_1, nor3_1, nand3_1, nor3_1, mux2_2, nor2_1",
        "slowest_stage": "clkdlybuf4s50_1",
        "crit_path_end_kind": "register",
        "worst_setup_path_start_kind": "input pin",
        "crit_type": "input pin to register",
        "cpMostUsedCell": "nor3_1",
        "critPathTopFamily": "simple AND/OR/NAND/NOR gates",
        "crit_buf_inv": 2,
        "cp.required_ns": 7.99,
        "critPathMaxFanout": 26,
        "max_stage_delay_ns": 0.45,
        "cp.arrival_ns": 3.83,
    },
    "clock_network": {
        "postCtsHoldBufs": 0,
        "clock-sinks": 111,
        "clock_path_buffers": 2,
        "cts_max_level": 3,
        "clk_latency_ns": 0.35,
        "path_clk_slew_ns": 0.07,
        "cts_resized": 0,
        "numCtsBuffers": 9,
        "postCtsSetupRepairBufs": 0,
        "cts_tree": "yes",
        "cts_root_buf": "clkbuf_16",
    },
    "grt": {
        "antenna_found_initial": 0,
        "first_global_vias": 4531,
        "grt-ovfl-total": 0,
        "grtUsageTotal": 0.1341,
        "grt_pass1_wl_mm": 22.00,
        "grt_max_degree": 39,
    },
    "place": {
        "io_buffers": 19,
        "place.gp.congestion": 0.8639,
        "placed_cells": 948,
        "place_hpwl_mm": 8.325,
    },
    "floorplan": {
        "core_mm2": 0.01883,
        "initial_core_util": 0.3077,
        "chipArea_mm2": 0.01987,
        "fp-row-count": 50,
        "die_w_um": 141.0,
        "die_h_um": 141.0,
        "ioPinCount": 20,
    },
    "pwr": {
        "leakage_nw": 2.103,
        "powerDensity_mw_per_mm2": 168.1,
        "peakVddDrop_uv": 108.8,
    },
    "finish": {
        "syn_to_final_growth_pct": 11.08,
        "drive_gt1_frac": 0.09659,
        "instances_no_fill": 964,
    },
    "flow_run": {
        "tool_warnings": 32,
        "maxCapViolations": 0,
    },
    "status": {
        "outcome": "finished, final reports clean",
    },
    "hold_path": {
        "hp-class": "register to register",
    },
}
cell families after synthesis:
group / Yosys count
AOI/OAI and AO/OA: 122
adders and majority gates: 9
and+or+nand+nor: 372
muxes: 29
DFF: 111
xor gates and xnor gates: 7
buffers and inverters: 54
cell usage in the layout (no fill, tap or decap), drive strengths merged, types with 6 or more instances in the layout:
cell type,synthesis,layout
nor4,25,25
clkdlybuf4s50,0,19
or2,12,12
and3,17,17
nor3,26,26
o211ai,9,9
ha,9,9
mux2i,9,9
clkbuf,23,10
or3,16,16
nand2b,8,8
and2,11,11
nand2,98,98
dfxtp,111,111
nand4,21,21
inv,15,16
o21ai,13,13
mux2,20,20
nand3,39,39
or4,7,7
a21oi,47,47
o221a,11,11
a31oi,6,6
nor2,68,68
o21a,7,7
power breakdown:
part / switching [mW] / internal [mW]
registers: 0.00296 / 0.576
clock network: 0.216 / 0.254
logic: 0.0233 / 0.00831
total: 0.243 / 0.839
stage by stage:
step	instance area (µm²)	power [mW]	worst slack (ns)	utilization
2_1_floorplan	5794	0.6162	4.854	-
3_3_place_gp	6138	0.6251	3.851	0.3260
3_5_place_dp	6138	0.6249	3.794	0.3260
4_1_cts	6436	1.100	4.156	0.3418
5_1_grt	6436	1.124	3.950	0.3418
6_report	6436	1.082	4.162	0.3418
synthesized netlist by cell type, types with 4 or more instances:
| cell type | instances |
|---|---|
| nand2b_1 | 7 |
| o211ai_1 | 8 |
| dfxtp_1 | 111 |
| nand4_1 | 20 |
| clkbuf_1 | 21 |
| and3_1 | 17 |
| buf_2 | 8 |
| a31oi_1 | 6 |
| or2_2 | 11 |
| nor4_1 | 19 |
| nor2_1 | 68 |
| nand2_1 | 98 |
| o221a_1 | 11 |
| ha_1 | 9 |
| mux2_2 | 17 |
| o21ai_0 | 12 |
| nor2b_1 | 4 |
| a21oi_1 | 47 |
| nor3_1 | 25 |
| xor2_1 | 4 |
| and2_1 | 11 |
| o21a_1 | 7 |
| or3_1 | 15 |
| nand3_1 | 39 |
| or4_1 | 7 |
| o211a_1 | 4 |
| inv_1 | 14 |
| mux2i_1 | 9 |
metal layers:
layer | wire length, µm | global-route usage | share of wire
met1 | 6516 | 0.2040 | 0.53
met2 | 5424 | 0.2108 | 0.44
met3 | 306 | 0.01903 | 0.025
met4 | 144 | 0.01602 | 0.012
met5 | 0 | 0 | 0
final timing paths:
kind,cells past startpoint,startpoint,slack [ns],end
hold / removal,0,ir_in_reg1,0.38,ir_in_reg2
hold reg to reg,0,ir_in_reg1,0.38,ir_in_reg2
setup / recovery,8,ir_in,4.16,high_cnt[31]
setup reg to reg,8,bit_cnt[0],5.20,register
cell type report:
type	count	area [µm²]
clock buffers	10	229.0
clock inverters	6	68.82
fillers	1968	12390
inverters	15	56.30
multi-input cells	539	3314
flip-flops and latches	111	2222
well taps	260	325.3
repair buffers	23	220.2
Power and IR drop assume default switching activity.
