==> design.v <==
module binary2bcd (
	input	[13:0]	bin_in,  
	output	[15:0]	bcd_out
);
reg [3:0] ones;
reg [3:0] tens;
reg [3:0] hundreds;
reg [3:0] thousands;
integer i;
always @(bin_in) begin
	ones 		= 4'd0;
	tens 		= 4'd0;
	hundreds 	= 4'd0;
	thousands	= 4'b0;
	for(i = 13; i >= 0; i = i - 1) begin
		if (ones >= 4'd5) 		ones = ones + 4'd3;
		if (tens >= 4'd5) 		tens = tens + 4'd3;
		if (hundreds >= 4'd5)	hundreds = hundreds + 4'd3;
		if (thousands >= 4'd5)	thousands = thousands + 4'd3;
		thousands = {thousands[2:0],hundreds[3]};
		hundreds = {hundreds[2:0],tens[3]};
		tens	 = {tens[2:0],ones[3]};
		ones	 = {ones[2:0],bin_in[i]};	
	end
end	
assign bcd_out = {thousands,hundreds, tens, ones};
endmodule
module digi_tube_drv#(
    CLK_FREQ = 50_000_000
)(
    input  clk,   	 
    input  rst_n,	 
    input wire [3:0] d_0, 
    input wire [3:0] d_1,	
    input wire [3:0] d_2,
    input wire [3:0] d_3,
    output reg [7:0] seg_sel,    
    output reg [3:0] bit_sel	 
);
reg [15:0] div_cnt; 
always @(posedge clk) begin
    if(!rst_n)
        div_cnt = 0;
    else div_cnt <= div_cnt + 1;
end
wire div_clk = div_cnt[13]; 
always @(posedge div_clk) begin
	if(~rst_n) bit_sel <= 4'b1110;
	else if(bit_sel == 4'b0000 || bit_sel == 4'b1111) bit_sel <= 4'b1110;
	else bit_sel <= {bit_sel[2:0],bit_sel[3]};
end
reg [3:0] disp_num; 
always @(posedge clk) begin
	case(bit_sel)
	4'b1110 : disp_num = d_0;
	4'b1101 : disp_num = d_1;
	4'b1011 : disp_num = d_2;
	4'b0111 : disp_num = d_3;
	default : disp_num = 10;  
	endcase
end
always @(posedge clk) begin
	case(disp_num) 
		0 : seg_sel <= 8'b11000000;    
		1 : seg_sel <= 8'b11111001;    
		2 : seg_sel <= 8'b10100100;    
		3 : seg_sel <= 8'b10110000;   
		4 : seg_sel <= 8'b10011001;    
		5 : seg_sel <= 8'b10010010;    
		6 : seg_sel <= 8'b10000010;    
		7 : seg_sel <= 8'b11111000;    
		8 : seg_sel <= 8'b10000000;    
		9 : seg_sel <= 8'b10010000;       
		default: seg_sel <= 8'hFF;   
	endcase
end
endmodule
module measure#(
    parameter CLK_FREQ = 50_000_000
)(
    input clk,
    input rst_n,
    input echo,
    output reg trig,
    output reg [15:0] distance, 
    output reg distance_valid
);
localparam ONE_SECOND = CLK_FREQ;
localparam ONE_MSECOND = ONE_SECOND/1000;
localparam ONE_USECOND = ONE_MSECOND/1_000;
parameter IDLE = 4'b0000;
parameter TRIG = 4'b0001;
parameter WAIT = 4'b0010;
parameter ECHO = 4'b0100;
parameter DONE = 4'b1000;
reg [3:0]  state;
reg [31:0] idle_cnt;
reg [31:0] trig_cnt;
reg [31:0] echo_cnt;
reg echo_cnt_valid;
always @(posedge clk) begin
    if(!rst_n) state <= IDLE;
    else begin 
        case(state)
        IDLE: 
            if(idle_cnt > ONE_MSECOND*100) 
                state <= TRIG;
            else state <= IDLE;
        TRIG: 
            if(trig_cnt > ONE_USECOND*16) 
                state <= WAIT;
            else state <= TRIG;
        WAIT: 
            if(echo == 1'b1) 
                state <= ECHO;
            else state <= WAIT;
        ECHO: 
            if(echo == 0) 
                state <= DONE;
            else state <= ECHO;
        DONE: state <= IDLE;
        default: state <= IDLE;
        endcase
    end
end
always @(posedge clk) begin
    if(!rst_n) idle_cnt <=0;
    else if(state == IDLE) idle_cnt <= idle_cnt +1;
    else idle_cnt <=0;
end
always @(posedge clk) begin
    if(!rst_n) trig_cnt <=0;
    else if(state == TRIG) trig_cnt <= trig_cnt +1;
    else trig_cnt <=0;
end
always@(posedge clk) begin
	if(!rst_n) echo_cnt <= 0;
    else if(state == IDLE) echo_cnt <= 0;
    else if(echo) echo_cnt <= echo_cnt + 1;
    else echo_cnt <= echo_cnt;
end
always@(posedge clk) begin
	if(!rst_n) trig <= 0;
	else  if(state == TRIG) trig <= 1'b1;
    else trig <= 1'b0;
end
always@(posedge clk) begin
	if(!rst_n) distance_valid <= 1'b0;
    else if(state == DONE) distance_valid <= 1'b1;
    else distance_valid <= 1'b0;
end
always @(posedge clk) begin
	if(state == DONE) distance <= (echo_cnt * 3597) >> 20; 
    else distance <= distance;
end
endmodule
module tone #(
	parameter  CLK_FREQ = 50_000_000 
)(
	input clk,   
	input rst_n,  
	input [4:0] tone_index,
	output reg tone_out  
);
localparam  ToneL_0		= 00;  
localparam  ToneL_1		= 01;
localparam  ToneL_2	 	= 02;
localparam  ToneL_3		= 03;
localparam  ToneL_4		= 04;
localparam  ToneL_5	 	= 05;
localparam  ToneL_6		= 06;
localparam  ToneL_7		= 07;
localparam  ToneM_1   	= 08; 
localparam  ToneM_2 	= 09;
localparam  ToneM_3 	= 10;
localparam  ToneM_4  	= 11;  
localparam  ToneM_5 	= 12;
localparam  ToneM_6  	= 13;
localparam  ToneM_7 	= 14;
localparam  ToneH_1    	= 15;
localparam  ToneH_2    	= 16;
localparam  ToneH_3    	= 17;
localparam  ToneH_4    	= 18;
localparam  ToneH_5    	= 19;
localparam  ToneH_6    	= 20;
localparam  ToneH_7    	= 21;
localparam ONE_SECOND = CLK_FREQ;
localparam ONE_HZ_CNT = ONE_SECOND / 2; 
localparam  ToneL_1_CNT		= ONE_HZ_CNT / 261.6; 
localparam  ToneL_2_CNT		= ONE_HZ_CNT / 293.7; 
localparam  ToneL_3_CNT		= ONE_HZ_CNT / 329.6; 
localparam  ToneL_4_CNT		= ONE_HZ_CNT / 349.2; 
localparam  ToneL_5_CNT		= ONE_HZ_CNT / 392.0; 
localparam  ToneL_6_CNT		= ONE_HZ_CNT / 440.0; 
localparam  ToneL_7_CNT		= ONE_HZ_CNT / 493.9; 
localparam  ToneM_1_CNT   	= ONE_HZ_CNT / 523.3;  
localparam  ToneM_2_CNT 	= ONE_HZ_CNT / 587.3; 
localparam  ToneM_3_CNT 	= ONE_HZ_CNT / 659.3; 
localparam  ToneM_4_CNT  	= ONE_HZ_CNT / 698.5;   
localparam  ToneM_5_CNT 	= ONE_HZ_CNT / 784.0; 
localparam  ToneM_6_CNT  	= ONE_HZ_CNT / 880.0; 
localparam  ToneM_7_CNT 	= ONE_HZ_CNT / 987.8; 
localparam  ToneH_1_CNT    	= ONE_HZ_CNT / 1046.5; 
localparam  ToneH_2_CNT    	= ONE_HZ_CNT / 1174.7; 
localparam  ToneH_3_CNT    	= ONE_HZ_CNT / 1318.5; 
localparam  ToneH_4_CNT    	= ONE_HZ_CNT / 1396.9; 
localparam  ToneH_5_CNT    	= ONE_HZ_CNT / 1568.0; 
localparam  ToneH_6_CNT    	= ONE_HZ_CNT / 1760.0; 
localparam  ToneH_7_CNT    	= ONE_HZ_CNT / 1975.5; 
reg[31:0] tone_cnt;
always @(posedge clk) begin
    case(tone_index)
	ToneL_1: tone_cnt <= ToneL_1_CNT;
	ToneL_2: tone_cnt <= ToneL_2_CNT;
	ToneL_3: tone_cnt <= ToneL_3_CNT;
	ToneL_4: tone_cnt <= ToneL_4_CNT;
	ToneL_5: tone_cnt <= ToneL_5_CNT;
	ToneL_6: tone_cnt <= ToneL_6_CNT;
	ToneL_7: tone_cnt <= ToneL_7_CNT;
	ToneM_1: tone_cnt <= ToneM_1_CNT;
	ToneM_2: tone_cnt <= ToneM_2_CNT;
	ToneM_3: tone_cnt <= ToneM_3_CNT;
	ToneM_4: tone_cnt <= ToneM_4_CNT;	
	ToneM_5: tone_cnt <= ToneM_5_CNT;
	ToneM_6: tone_cnt <= ToneM_6_CNT;
	ToneM_7: tone_cnt <= ToneM_7_CNT;
	ToneH_1: tone_cnt <= ToneH_1_CNT;
	ToneH_2: tone_cnt <= ToneH_2_CNT;	
	ToneH_3: tone_cnt <= ToneH_3_CNT;
	ToneH_4: tone_cnt <= ToneH_4_CNT;
	ToneH_5: tone_cnt <= ToneH_5_CNT;
	ToneH_6: tone_cnt <= ToneH_6_CNT;
	ToneH_7: tone_cnt <= ToneH_7_CNT;		
    default: tone_cnt <= ONE_HZ_CNT;		 
    endcase									
end
reg [31:0] cnt;	 
always @(posedge clk) begin
	if(~rst_n) cnt <= 0;    
	else if (cnt_done) cnt <= 0;
	else cnt <= cnt + 1; 
end
wire cnt_done = (cnt > tone_cnt-1); 
always @(posedge clk) begin
	if(~rst_n) tone_out <= 0;    
	else if (cnt_done) tone_out <= ~tone_out;    
	else tone_out <= tone_out;
end
endmodule
module ultrasonic #(
    parameter CLK_FREQ = 50_000_000   
)(
    input wire clk,           
    input wire rst_n,         
    input wire echo,          
    output wire trig,         
    output      bell,
    output wire [7:0] seg_sel,   
    output wire [3:0] bit_sel    
);
    wire [15:0] distance;
    wire distance_valid;
    measure #(
        .CLK_FREQ(CLK_FREQ)
    ) u_measure (
        .clk(clk),
        .rst_n(rst_n),
        .echo(echo),
        .trig(trig),
        .distance(distance),
        .distance_valid(distance_valid)
    );
    wire [15:0] bcd_distance;
    binary2bcd u_binary2bcd (
        .bin_in(distance),   
        .bcd_out(bcd_distance)                 
    );
    wire [3:0] thousands;           
    wire [3:0] hundreds;            
    wire [3:0] tens;                
    wire [3:0] ones;                
    digi_tube_drv #(
        .CLK_FREQ(CLK_FREQ)
    ) u_digi_tube_drv (
        .clk(clk),
        .rst_n(rst_n),
        .d_0(bcd_distance[3:0]),
        .d_1(bcd_distance[7:4]),	
        .d_2(bcd_distance[11:8]),
        .d_3(bcd_distance[15:12]),
        .seg_sel(seg_sel),
        .bit_sel(bit_sel)
    );  
    reg [4:0] tone_index;
    always @(posedge clk) begin
        if(~rst_n) tone_index <= 0;
        else begin
            if(distance > 2000)  		tone_index <= 0;
            else if(distance > 800) 	tone_index <= 7;
            else if(distance > 200) 	tone_index <= 9;
            else if(distance > 100) 	tone_index <= 12;
            else if(distance > 50) 		tone_index <= 15;
        else 						    tone_index <= 17;		
    end
    end
    tone #(
	    .CLK_FREQ(CLK_FREQ)
    ) u_tone(
	    .clk(clk),   
	    .rst_n(rst_n),  
	    .tone_index(tone_index),
	    .tone_out (bell) 
    );
endmodule
==> run.sh <==
#!/bin/bash
# OpenROAD 26Q1-2900-gdf79404cd8, Yosys 0.63+post, stock flow scripts
make -C /OpenROAD-flow-scripts/flow DESIGN_CONFIG=/design/flow/config.mk WORK_HOME=/design/flow/orfs finish
==> config.mk <==
export PLATFORM = sky130hd
export DESIGN_NAME = ultrasonic
export DESIGN_NICKNAME = ultrasonic
export VERILOG_FILES = /design/flow/design.v
export SDC_FILE = /design/flow/constraint.sdc
export NUM_CORES = 4
export LEC_CHECK = 1
export CORE_UTILIZATION = 50
==> constraint.sdc <==
current_design ultrasonic

set clk_period 12.0
set clk_io_pct 0.2

create_clock -name clk0 -period $clk_period [get_ports {clk}]

set non_clock_inputs [all_inputs -no_clocks]
set_input_delay [expr $clk_period * $clk_io_pct] -clock clk0 $non_clock_inputs
set_output_delay [expr $clk_period * $clk_io_pct] -clock clk0 [all_outputs]
==> PnR_summary.wiki <==
== Run summary ==
{| class="wikitable"
! Metric !! Value
|-
| Status || completed
|-
| Crit Path Category || flop to flop
|-
| Total standard cell area after synthesis || 16900 sq um
|-
| Total track usage || a little over a fifth
|-
| Register bit total from synthesis || 199
|-
| Proportion of synthesized flip-flops having asynchronous set or reset || 0%
|-
| Power density over the cells || between 60 and 70 nW/um^2
|-
| Floorplan core density || 51.3%
|-
| Top cells by instance count after synthesis || sky130_fd_sc_hd__nor2_1, sky130_fd_sc_hd__ha_1, sky130_fd_sc_hd__dfxtp_1, sky130_fd_sc_hd__inv_1, sky130_fd_sc_hd__nand2_1
|-
| Cell chosen for the clock root || sky130_fd_sc_hd__clkbuf_16
|-
| Post-route antenna net violation count || 0
|-
| CTS tree || built
|-
| Row count || about 66
|-
| Worst clock skew || between 10 and 15 ps
|-
| Yosys warning tally || 27
|-
| Drt initial violations || a little over 600
|-
| Final Routed Wirelength || around 33000 microns
|-
| Fillcell total || roughly 3000
|-
| Setup total negative slack || 0 ps
|-
| Biggest area consumer among synthesized cells || sky130_fd_sc_hd__dfxtp_1
|-
| Mux cell area share after synthesis || 1.80%
|-
| And-or/or-and share of the synthesized area || around 14%
|-
| Worst r2r src || u_measure.distance[10]
|-
| Routed vias/inst || roughly 5.4
|-
| Post-Synth XOR/XNOR Area || 8.74%
|-
| Library cell appearing most often on the critical path || sky130_fd_sc_hd__ha_1
|-
| Number of cells in Yosys stat || between 1500 and 2000
|-
| Adder-Cell Fraction of Synth Area || 25.4%
|-
| Family of cells with the greatest summed delay on the critical path || AND-OR/OR-AND gates
|-
| Count of library flops with an enable pin || 12
|-
| Timing startpoint of the critical path || u_measure.distance[10]
|-
| Count of buffer and inverter cells on the critical path || 2
|-
| Delay of the slowest cell on the worst path || 630 ps
|-
| Number of antenna violations at the first check in global routing || 0
|-
| Biggest combinational cell group after synthesis || adder cells
|-
| Largest buffer count on any clock path || 2
|-
| Area growth, synth to finish || 6.51%
|-
| Simple-gate share of the synthesized area || 20.3%
|-
| Number of detailed-routing iterations run before antenna repair || 5
|-
| Height of the die || between 150 and 200 microns
|-
| Avg WL per Cell || between 10 and 15 microns
|-
| Width of the chip || between 150 and 200 microns
|-
| Hold Crit Start || u_digi_tube_drv.div_cnt[0]
|-
| Wire length of the first global-routing pass || 57800 microns
|-
| Largest net degree at the start of global routing || 34
|-
| Detailed-route via count || between 10000 and 15000
|-
| Final Max Tran Viols || 0
|-
| Number of diodes || 0
|-
| Post-route clock period utilization || between 70 and 80%
|-
| CORE AREA || approximately 33000 sq um
|-
| Number of ports placed on the die boundary || 17
|-
| Most numerous cell in the Yosys netlist || sky130_fd_sc_hd__nor2_1
|-
| Share of synthesized area occupied by flip-flops and latches || about a quarter
|-
| Post-layout minimum cycle time || 9170 ps
|-
| Hold_buf cts || 0
|-
| Grt total ovfl || 0
|-
| Max capacitance violation total || 0
|-
| Placed Area || around 17000 sq um
|-
| Number of buffers inserted by port buffering || 15
|-
| Endpoint arrival time on the critical path || between 9000 and 10000 ps
|-
| Remaining max-slew budget at the tightest pin || a little under two fifths
|-
| Gpl congestion || approximately 0.9
|-
| Number of global-route vias before repair || approximately 12000
|-
| CP Launch Type || flop
|-
| Number of setup buffers added after CTS || 0
|-
| Min-Delay Path Class || flop to flop
|-
| Clock Latency Late Sink || around 440 ps
|-
| PnR worst setup slack || roughly 2800 ps
|-
| Chip area estimate from yosys synthesis || between 15000 and 20000 sq um
|-
| Final count of negative-setup-slack endpoints || 0
|-
| Share of Yosys cell area claimed by the top area cell type || between 20% and 30%
|-
| Count of tool warnings || around 63
|-
| CTS clk-pin slew, worst paths || about 70 ps
|-
| Number of clock buffers inserted by TritonCTS || 17
|-
| Count of unclocked register or latch pins || 4
|-
| Count of unresolved DRC violations after routing || 0
|-
| Die Outline Area || about 35000 sq um
|-
| Slowest cell on the critical path || sky130_fd_sc_hd__mux2i_1
|-
| Unrepaired setup endpoints after global routing || false
|-
| Setup slack at placement || 2900 ps
|-
| Worst Tran Pin Value || a little over 900 ps
|-
| Mean Syn Cell Area || roughly 8.6 sq um
|-
| H-tree levels || 4
|-
| Synth cell types || 105
|-
| Finished layout cell area || approximately 18000 sq um
|-
| Endpoints left unconstrained || 8
|-
| Crit. End Element || flop
|-
| Instance count of the mapped netlist || 1959
|-
| Required arrival time at the worst endpoint || roughly 12000 ps
|-
| Fraction of layout cells with a size suffix above 1 || under 10%
|-
| Post-cts sizing count || 0
|-
| Fmax || approximately 0.11 GHz
|-
| Leading cell types by total area after synthesis || sky130_fd_sc_hd__dfxtp_1, sky130_fd_sc_hd__ha_1, sky130_fd_sc_hd__fa_1
|-
| LEAKAGE || between 8 and 9 nW
|-
| Number of hold violations in the final report || 0
|-
| Placed wire-length estimate after detailed placement || about 25000 microns
|-
| Predominant post-synthesis flop cell || sky130_fd_sc_hd__dfxtp_1
|-
| Largest fanout on the critical path || 12
|-
| Maximum vdd ir drop || 0.109 mV
|}
[cells by family (layout without fill, tap and decap cells)]
group,after synthesis,in the layout
AND-OR/OR-AND,330,330
XOR/XNOR,168,168
multiplexers,26,26
buffers and inverters,252,250
adder cells (fa/ha/maj),292,292
other,1,1
AND/OR/NAND/NOR,691,691
flip-flops,199,199
[layer usage]
metal | global-route usage [%] | part of all wire [%] | vias up
li1 | - | - | 6751
met2 | 33.0 | 44 | 168
met4 | 1.87 | 1.1 | 0
met1 | 32.6 | 52 | 5989
met3 | 2.57 | 3.0 | 17
met5 | 0 | 0 | -
[worst register-to-register path, delay by kind of cell (launching register included)]
family	cells	cell delay, ps
buf+inv	2	330
fa+ha+maj	5	1450
mux	4	1410
flops	1	540
compound gates	9	2530
xor+xnor	2	680
simple gates	10	2180
[metrics by stage]
stage	cells	total power (W)	hold slack, ps	utilization (%)
after floorplan	1959	0.000703	420	-
after global placement	2367	0.000712	441	53.0
after detailed placement	2367	0.000712	450	53.0
after CTS	2399	0.00126	462	54.7
after global routing	2399	0.00129	472	54.7
final	2399	0.00124	454	54.7
[power breakdown]
group           total, W  switching [W]  internal [W]
Sequential      0.000664     0.00000643      0.000657
Clock           0.000545       0.000259      0.000286
Combinational  0.0000330      0.0000190     0.0000140
Total            0.00124       0.000284      0.000957
[path summary, 6_finish.rpt]
| kind | depth (start not counted) | slack, ps | end |
|---|---|---|---|
| max | 32 | 2830 | u_digi_tube_drv.disp_num[2] |
| min | 1 | 450 | u_digi_tube_drv.div_cnt[0] |
| max reg2reg | 32 | 2830 | u_digi_tube_drv.disp_num[2] |
| min reg2reg | 1 | 450 | u_digi_tube_drv.div_cnt[0] |
[sequential cells by signal, summed over array words and instances, names as in the netlist, 4 cells and up]
| signal | count |
|---|---|
| tone_index | 5 |
| u_digi_tube_drv.disp_num | 4 |
| u_measure.state | 5 |
| u_digi_tube_drv.bit_sel | 4 |
| u_measure.distance | 12 |
| u_measure.idle_cnt | 32 |
| u_digi_tube_drv.seg_sel | 7 |
| u_measure.trig_cnt | 32 |
| u_digi_tube_drv.div_cnt | 14 |
| u_tone.tone_cnt | 18 |
| u_tone.cnt | 32 |
| u_measure.echo_cnt | 32 |
[cell usage in the layout (no fill, tap or decap), drive strengths merged, types with 6 or more instances in the layout]
cell type,Yosys,final
a31oi,15,15
nand4,25,25
o21a,10,10
nor3,41,41
o211ai,11,11
clkbuf,49,20
o2111ai,6,6
o22ai,10,10
nor4,24,24
or2,17,17
mux2,6,6
inv,190,195
o21ai,72,72
xor2,81,81
buf,11,11
or3,20,20
a221oi,7,7
nor2,224,224
nand2,118,118
a21boi,11,11
ha,205,205
and2,24,24
nand2b,13,13
and4,10,10
o211a,6,6
edfxtp,12,12
a211oi,15,15
mux2i,20,20
or4,9,9
clkdlybuf4s50,0,15
fa,86,86
a21oi,79,79
xnor2,87,87
dfxtp,187,187
nand3b,6,6
and3,33,33
nand3,94,94
nor2b,13,13
a21o,23,23
[layout make-up]
cell class	count	area, sq um	share of cell area [%]
clock buffer	20	468	2.60
clock inverter	12	92.6	0.514
inverter	192	721	4.00
multi-input combinational	1508	11800	65.7
sequential	199	4100	22.8
tap	442	553	3.07
timing repair buffer	26	233	1.29
No activity file was given, so power comes from the tool's default toggle rates.
